==> /design/flow/design.v <==
module matrixvect_mult
	#(
	parameter addr_W_size = 16,
	parameter addr_x_size = 12,
	parameter addr_y_size = 12,
	parameter length_M = 512,		 
	parameter length_N = 32		 
	)(
    input   	 clk,
    input    	 reset,
    input  [31:0] ps_control,		 
    output [31:0] pl_status,		 
    output [addr_W_size-1:0] bram_addr_W,
    input  [31:0] bram_rddata_W,
    output [31:0] bram_wrdata_W,
    output [3:0] bram_we_W,
    output [addr_x_size-1:0] bram_addr_x,
    input  [31:0] bram_rddata_x,
    output [31:0] bram_wrdata_x,
    output [3:0] bram_we_x,
    output [addr_y_size-1:0] bram_addr_y,
    input  [31:0] bram_rddata_y,
    output [31:0] bram_wrdata_y,
    output [3:0] bram_we_y,
    output [31:0] state
	);
    logic clr_x, clr_y, inc_x, inc_y, done_x, done_y;
    assign bram_we_W = 0;
    assign bram_we_x = 0;
    assign bram_wrdata_W = 32'bxxxx_xxxx_xxxx_xxxx_xxxx_xxxx_xxxx_xxxx;
    assign bram_wrdata_x = 32'bxxxx_xxxx_xxxx_xxxx_xxxx_xxxx_xxxx_xxxx;
    datapath 
		#(
		 .addr_W_size(addr_W_size),
		 .addr_x_size(addr_x_size),
		 .addr_y_size(addr_y_size),
		 .length_M(length_M),		
		 .length_N(length_N)			
		 )
		dp(
		 .clk(clk),
		 .reset(reset),
		 .bram_addr_W(bram_addr_W),
		 .bram_rddata_W(bram_rddata_W),
		 .bram_addr_x(bram_addr_x),
		 .bram_rddata_x(bram_rddata_x),
		 .bram_addr_y(bram_addr_y),
		 .bram_rddata_y(bram_rddata_y),
		 .bram_wrdata_y(bram_wrdata_y),
		 .clr_x(clr_x),
		 .inc_x(inc_x),
		 .clr_y(clr_y),
		 .inc_y(inc_y),
		 .done_y(done_y),
		 .done_x(done_x)
		);   		 
    controlpath 
		cp(
		 .clk(clk),
		 .reset(reset),
		 .bram_we_y(bram_we_y),
		 .clr_x(clr_x),
		 .clr_y(clr_y),
		 .inc_x(inc_x),
		 .inc_y(inc_y),
		 .done_y(done_y),
		 .done_x(done_x),
		 .ps_control(ps_control),
		 .pl_status(pl_status),
         .state(state)
    );
endmodule
module datapath
	#(
	parameter addr_W_size = 16,
	parameter addr_x_size = 12,
	parameter addr_y_size = 12,
	parameter length_M = 512,		 
	parameter length_N = 32		 
	)(
    input   	 clk,
    input   	 reset,
    output      [addr_W_size-1:0] bram_addr_W,
    input 	 	[31:0] bram_rddata_W,
    output      [addr_x_size-1:0] bram_addr_x,
    input   	[31:0] bram_rddata_x,
    output      [addr_y_size-1:0] bram_addr_y,
    input  	 	[31:0] bram_rddata_y,
    output  	[31:0] bram_wrdata_y,
    input   	 clr_x,
    input   	 inc_x,
    input   	 clr_y,
    input   	 inc_y,
    output  	 done_y,
    output   	 done_x
	);
    logic [addr_x_size-1:0] counterX;
    logic [addr_y_size-1:0] counterY;
    logic fp_mult_valid;
    logic [31:0] fp_mult_result;
    logic fp_add_valid;
    assign bram_addr_x = counterX;
    assign bram_addr_y = counterY;
    assign bram_addr_W = ((counterY * length_N) + counterX);
    assign done_x = (counterX == ((length_N-1)*4));
	assign done_y = (counterY == ((length_M-1)*4));
    fp_mult mult (
      .s_axis_a_tvalid(1),             
      .s_axis_a_tdata(bram_rddata_W),               
      .s_axis_b_tvalid(1),             
      .s_axis_b_tdata(bram_rddata_x),               
      .m_axis_result_tvalid(fp_mult_valid),   
      .m_axis_result_tdata(fp_mult_result)     
    );
    fp_add add (
      .s_axis_a_tvalid(1),             
      .s_axis_a_tdata(bram_rddata_y),               
      .s_axis_b_tvalid(1),             
      .s_axis_b_tdata(fp_mult_result),               
      .m_axis_result_tvalid(fp_add_valid),   
      .m_axis_result_tdata(bram_wrdata_y)     
    );
    always_ff @(posedge clk) begin
        if (clr_x)
            counterX <= 0;		
        else if (inc_x)
            counterX <= counterX + 4;
    end
    always_ff @(posedge clk) begin	
        if (clr_y)
            counterY <= 0;
        else if (inc_y)
            counterY <= counterY + 4;
    end
endmodule
module controlpath
(
        input   	 clk,
        input   	 reset,
        output [3:0] bram_we_y,
        output    	 clr_x,
        output   	 clr_y,
        output   	 inc_x,
        output   	 inc_y,
        input    	 done_y,
        input   	 done_x,
        input  [31:0] ps_control, 	 
        output [31:0] pl_status,
        output [31:0] state
);
    logic [2:0]   	 p_state;
    logic [2:0]   	 next_state;
    always_ff @(posedge clk) begin
        if (reset) begin
            p_state <= 0;
        end
        else begin
            p_state <= next_state;
        end
    end
    always_comb begin
        if (p_state == 0) begin
            if (ps_control[0] == 1)
                next_state = 1;
            else    
                next_state = 0;
        end
        else if (p_state == 1) begin
            if (done_y) begin
                next_state = 3;
            end
            else
                next_state = 2;
        end
        else if (p_state == 2) begin
            next_state = 1;
        end    
        else if (p_state == 3) begin
            if (done_x) 
                next_state = 4;
            else
                next_state = 1;
        end
        else if (p_state == 4) begin
            if(ps_control[0] == 0)
                next_state = 0;
            else
                next_state = 4;
        end
        else begin
            next_state = 0;
        end
    end
    assign bram_we_y = (p_state == 2 || p_state == 3) ? 4'hf : 4'h0;
	assign pl_status = (p_state == 4) ? 1 : 0;
    assign state = { 29'b0, p_state };
    assign clr_x = (p_state == 0 || p_state == 4 )? 1 : 0; 
    assign clr_y = (p_state == 0 || p_state == 3) ? 1 : 0;
    assign inc_x = (p_state == 3) ? 1 : 0;
    assign inc_y = (p_state == 2) ? 1 : 0;
endmodule
==> /design/flow/run.sh <==
#!/bin/bash
# OpenROAD 26Q1-2900-gdf79404cd8, Yosys 0.63+post, stock flow scripts
make -C /OpenROAD-flow-scripts/flow DESIGN_CONFIG=/design/flow/config.mk WORK_HOME=/design/flow/orfs finish
==> /design/flow/config.mk <==
export PLATFORM = sky130hd
export DESIGN_NAME = controlpath
export DESIGN_NICKNAME = controlpath
export VERILOG_FILES = /design/flow/design.v
export SDC_FILE = /design/flow/constraint.sdc
export NUM_CORES = 4
export LEC_CHECK = 1
export CORE_AREA = 10 10 70 70
export DIE_AREA = 0 0 80 80
==> /design/flow/constraint.sdc <==
current_design controlpath

set clk_period 1.3
set clk_io_pct 0.2

create_clock -name clk0 -period $clk_period [get_ports {clk}]

set non_clock_inputs [all_inputs -no_clocks]
set_input_delay [expr $clk_period * $clk_io_pct] -clock clk0 $non_clock_inputs
set_output_delay [expr $clk_period * $clk_io_pct] -clock clk0 [all_outputs]
==> run summary <==
Implementation progress

The run finished, with violations left. The final reports fail on negative setup slack. The slowest stage of the critical path is the sky130_fd_sc_hd__dfxtp_2 cell.

The number of flip-flops under the largest register name stands at 3. The number of slew-limit violations in the final report stands at 0. For reference, the most critical setup path is categorized as flop to output port. The floorplan has 21 rows.

The first-pass iteration count of the detailed router stands at 2. The report lists the cells along the critical path as and2b_2 -> buf_6 -> and2_4 -> buf_6. The first global-routing pass estimated 1.99 mm of wire.

STA classifies the critical path startpoint as a flop. Hold is met by 0.498 ns. The number of nets with antenna violations after routing stands at 0. Ranked by flip-flop count, first place goes to p_state.

Per the OpenROAD power report, leakage power amounts to 0.479 nW. The maximum vdd ir drop stands at 0.132 mV. The data required time reported for the critical path is 1.04 ns. The number of antenna violations at the first check in global routing stands at 0. Excluding fillers, the count of instances in the completed layout stands at 158. The share of the core filled with cells in the final layout stands at 23.1%. At the floorplan stage, the core utilization is reported as 19.5%.

The achievable frequency stands at 730 MHz. Once synthesis finished, the tally of register bits stood at 3. The setup slack after layout stands at -0.0702 ns. The routability congestion estimate from global placement stands at 0.726. The timing report gives the biggest stage delay along the critical path as 0.32 ns. The critical path data arrival time stands at 1.11 ns. CTS reports a maximum clock tree buffer depth of 2. The core region is 3420 sq um.

Per the synthesis report, the dominant area consumer among library cells is sky130_fd_sc_hd__buf_4. The detailed router finished its first iteration with 26 violations. The maximum level of the CTS H-tree stands at 1. After clock tree synthesis, the clock-pin slew on the worst setup and hold paths is 0.03 ns. TritonCTS built the clock tree. For this design, the sink count on the clock tree is 3. The min-delay analysis places its worst path in the category flop to flop. STA classifies the critical path endpoint as an output port.

Setup repair after global routing could not meet its margin everywhere. The number of vias per cell stands at 2.65. With fillers left out, the area of the finished cells amounts to 788 sq um. Wires add up to 1.45 mm. In this run the maximum-capacitance check reported violations numbering 0. The area share of the largest cell type after synthesis stands at 71.2%. In this run the tools logged warnings totalling 58. The die width stands at 80 um. The floorplan die height stands at 80 um. The total number of vias stands at 418. The clock skew after layout stands at 0.00244 ns. The total die size stands at 6400 sq um. The wire length per cell after detailed routing stands at 9.15 um. In this run the power density over the cells is 526 nW/um^2. The gate count of the mapped netlist stands at 83. The maximum number of pins on one net before global-route repair stands at 8. Sequential elements use 9.04% of the synthesized area. The synthesized netlist occupies a cell area of 664 sq um.

Per the placement log, port buffering inserted 16 buffers. In the Yosys report the total cell count is 83. CTS added clock buffers totalling 3.

For reference, the final report shows the hold violation count at 0. The synthesis report lists the most area-consuming cells as sky130_fd_sc_hd__buf_4, sky130_fd_sc_hd__dfxtp_1, sky130_fd_sc_hd__mux2_4. The fraction of final layout cells sized beyond drive strength 1 stands at 32.1%.

Summing all placed instances gives a cell area of 659 sq um. Once placement completed, the tool counted placed cells totaling 145. The synthesis-to-layout area growth stands at 18.6%.

The number of diodes stands at 0. The source-to-sink clock delay at the later pin of the worst-skew pair stands at 0.23 ns. According to the I/O placement log, the pin count is 108. Recorded from the global router log, the overflow total was 0. Counting stages on the worst path, the most repeated cell is sky130_fd_sc_hd__buf_6.

The total number of yosys warnings stands at 1. Global routing used 3.59% of the available tracks across all layers. Clock tree synthesis selected as its root buffer the cell sky130_fd_sc_hd__clkbuf_4. The count of different cell masters after synthesis stands at 18.

The chip area from the yosys synthesis statistics stands at 664 sq um. A synthesized cell averages 8.00 sq um. The end-of-flow timing check tallies setup violations at 5. The number of global-route vias before repair is 475.

After detailed routing, the number of remaining DRC violations is 0. The post-route minimum period stands at 1.37 ns. The estimated wirelength of the detail-placed design stands at 1.26 mm.

The registers reported with the highest flop counts are p_state (3). Looking at the critical path, the highest net fanout was 3. The final timing summary puts the cycle share of the worst path at 105%.
[path summary, 6_finish.rpt]
check,startpoint,endpoint,slack [ns],cells past startpoint
max reg2reg,p_state[0],p_state[0],0.14,4
min,p_state[2],p_state[1],0.50,2
min reg2reg,p_state[2],p_state[1],0.50,2
max,p_state[2],inc_x,-0.07,4
[synthesized netlist by cell type, drive strengths merged]
library cell and instances:
nor2 2, a311oi 1, nand4bb 1, conb 1
o21a 1, nand4b 1, mux2 1, and2b 2
a21oi 1, nor4b 1, dfxtp 3, xor2 1
and2 2, buf 65
[power by group]
group / internal [W] / switching (W) / total (W) / leakage [nW]
logic: 0.000101 / 0.0000479 / 0.000149 / 0.438
registers: 0.0000975 / 0.00000506 / 0.000103 / 0.0264
clock network: 0.000115 / 0.0000483 / 0.000163 / 0.0150
total: 0.000314 / 0.000101 / 0.000415 / 0.479
[layout by cell type, fill, tap and decap left out, drive strengths merged]
| master | instances |
|---|---|
| conb | 60 |
| buf | 21 |
| clkbuf | 7 |
| clkdlybuf4s50 | 4 |
| dfxtp | 3 |
| and2b | 2 |
| and2 | 2 |
| dlymetal6s2s | 2 |
| nor2 | 2 |
| xor2 | 1 |
| mux2 | 1 |
| a311oi | 1 |
| o21a | 1 |
| nor4b | 1 |
| nand4b | 1 |
| nand4bb | 1 |
| a21oi | 1 |
| dlygate4sd2 | 1 |
[metal layers]
layer  global-route usage (%)  vias up  routed length (um)
met5                        0        -                   0
met4                    0.880        0                  12
met3                     1.93        2                 204
met2                     6.18       45                 706
met1                     3.71      176                 522
li1                         -      195                   -
[timing repair]
action                                  CTS  global route
gates resized                            36            16
pin swaps                                 2             3
buffers inserted                          4             5
endpoints found under the setup margin   12            10
hold buffers                              0             0
[critical path, delay by kind of cell (launching register included)]
kind,cells,cell delay [ns]
simple gates,2,0.35
buf+inv,2,0.22
flops,1,0.32
[kinds of logic after synthesis]
group                  synth area share, %
AND/OR/NAND/NOR                       9.98
AND-OR/OR-AND                         3.20
XOR/XNOR                              1.32
other                                0.564
multiplexers                          2.26
flip-flops                            9.04
buffers and inverters                 73.6
[per-stage QoR]
| stage | total power (W) | setup slack (ns) | TNS, ns |
|---|---|---|---|
| CTS | 0.000410 | -0.134 | -0.682 |
| floorplan | 0.000272 | 0.264 | 0 |
| global placement | 0.000231 | -0.108 | -0.486 |
| detailed placement | 0.000230 | -0.114 | -0.526 |
| global route | 0.000457 | -0.120 | -0.544 |
| finish | 0.000415 | -0.0702 | -0.231 |
[area by class of cell]
class / count / area, sq um
clock buffer: 4 / 26.3
tap: 46 / 57.6
sequential: 3 / 68.8
fill: 384 / 2630
multi-input combinational: 74 / 349
timing repair buffer: 31 / 287
Power figures rest on the tool's default switching activity, not on a simulated workload.
